## design.v

```verilog
module transmitter(clk, ce, in, ser_out, state);
	input clk;	 
	input ce;	 
	input [7:0] in;	 
	output reg ser_out = 1;		 
	output reg[4:0] state = 0; 	
	parameter 	start = 5'b00000,	 
			lsb = 5'b00010,		 
			b1 = 5'b00100,		 
			b2 = 5'b00110,		 
			b3 = 5'b01000,		 
			b4 = 5'b01010,		 
			b5 = 5'b01100,		 
			b6 = 5'b01110,		 
			msb = 5'b10000,		 
			stop = 5'b10010,	 
			stop2 = 5'b10011;	 
	always @(posedge clk)		 
	begin
		if (!ce || (state > 0)) begin		  
			case (state)
				start: begin
					ser_out = 0;	  
				end
				lsb: begin
					ser_out = in[0];  
				end
				b1: begin
					ser_out = in[1];  
				end
				b2: begin
					ser_out = in[2];  
				end
				b3: begin
					ser_out = in[3];  
				end
				b4: begin
					ser_out = in[4];  
				end
				b5: begin
					ser_out = in[5];  
				end
				b6: begin
					ser_out = in[6];  
				end
				msb: begin
					ser_out = in[7];  
				end
				stop: begin
					ser_out = 1; 	  
				end
				stop2: begin 
					ser_out = 1;
					state = 5'b11111;  
				end
			endcase
			state = state + 1;	 
		end
		else begin 
			ser_out = 1;
			state = 0;		 
		end
	end
endmodule
```

## run.sh

```bash
#!/bin/bash
# OpenROAD 26Q1-2900-gdf79404cd8, Yosys 0.63+post, stock flow scripts
make -C /OpenROAD-flow-scripts/flow DESIGN_CONFIG=/design/flow/config.mk WORK_HOME=/design/flow/orfs finish
```

## config.mk

```make
export PLATFORM = sky130hd
export DESIGN_NAME = transmitter
export DESIGN_NICKNAME = transmitter
export VERILOG_FILES = /design/flow/design.v
export SDC_FILE = /design/flow/constraint.sdc
export NUM_CORES = 4
export LEC_CHECK = 1
export CORE_AREA = 10 10 70 70
export DIE_AREA = 0 0 80 80
```

## constraint.sdc

```tcl
current_design transmitter

set clk_period 2.9
set clk_io_pct 0.2

create_clock -name clk0 -period $clk_period [get_ports {clk}]

set non_clock_inputs [all_inputs -no_clocks]
set_input_delay [expr $clk_period * $clk_io_pct] -clock clk0 $non_clock_inputs
set_output_delay [expr $clk_period * $clk_io_pct] -clock clk0 [all_outputs]
```

==> impl_metrics.tcl <==
# yosys + openroad results
set metrics [dict create \
    status "finished clean" \
    avgSynthCellArea_sq_um 9.67 \
    synth_area_leader_cell "dfxtp_1" \
    die_w_um 80 \
    die_h_um 80 \
    syn_to_final_growth_pct 54.4 \
    grt_use_total_pct 3.30 \
    viasPerCell 3.51 \
    cts_tree "yes" \
    relSlewSlack_pct 76.7 \
    worst_path_dominant_cell_family "buffers and inverters" \
    setup_viol 0 \
    finalCritPeriodShare_pct 65.5 \
    yosysMostFrequentCell "dfxtp_1" \
    crit_fanout 10 \
    layout-drive-gt1-share_pct 9.09 \
    grt_max_degree 12 \
    fp-utilization_pct 11.3 \
    drtPass1Iterations 4 \
    powerDensity_mw_per_mm2 946 \
    cts_hold_buf 0 \
    ys_ff 6 \
    root_buffer "clkbuf_4" \
    clockBufferDepth 2 \
    crit_path_end_kind "output port" \
    grt_pass1_wl_um 1660 \
    ys.flop_type "dfxtp_1" \
    ys_area_sq_um 387 \
    antenna_found_initial 0 \
    grt_pass1_vias 340 \
    drtIter0Drc 36 \
    crit_path_top_delay_cell "clkdlybuf4s50_1" \
    finClkSkew_ps 3.18 \
    core_area_sq_mm 0.00342 \
    arrival_ps 1320 \
    edf_count 0 \
    final_core_util_pct 17.5 \
    grt_overflow 0 \
    ir_drop_mv 0.168 \
    rsz0062_at_grt "no" \
    fin_ws_ps 1000 \
    wl_per_cell_um 10.4 \
    finalHoldViolCount 0 \
    drc 0 \
    ioPinCount 16 \
    fin_crit_ps 1900 \
    crit_path_start_kind "flip-flop" \
    warning_count 28 \
    drv_cap 0 \
    htreeDepth 1 \
    gp_congestion 0.792 \
    rows 21 \
    fmax_mhz 527 \
    n_antenna_cell 0 \
    synthCells 40 \
    port_buffers 15 \
    synth-warning-count 1 \
    tightestPinTransition_ps 349 \
    hold_class "flip-flop to flip-flop" \
    wl_um 1050 \
    leakagePower_nw 0.232 \
    path_cells "clkdlybuf4s50_1" \
    synth.distinct_cells 26 \
    total_power_uw 564 \
    chip_area_sq_mm 0.00640 \
    cts.sinks 6 \
    critPathKind "flip-flop to output port" \
    dpl.hpwl_um 801 \
    synthTopCellsByCount "6 x dfxtp_1, 4 x ha_1" \
    cts.repair.resized 0 \
    ys_cells 40 \
    clkTransAtPathRegs_ps 50 \
    slowest_delay_ps 550 \
    slew_viol_final 0 \
    cts_made_buffers 3 \
    synth_area_sq_um 387 \
    clkLatencyLatePin_ps 250 \
    top_cell_area_share_pct 31.1 \
    setup_tns_ps 0 \
    async_reset_ff_share_pct 0 \
    vias 355 \
    critical_path_buf_inv_count 1 \
    topCellsByArea "dfxtp_1 31%, ha_1 13%, mux4_2 5.8%" \
    ant_nets 0 \
    postCtsSetupBuffers 0 \
    yosys.stat.seqShare_pct 31.1 \
    crit_required_ps 2320 \
    place_ws_ps 1020 \
]
==> worst paths after layout <==
kind                              from              endpoint  slack (ps)  cells after the start
setup / recovery   state[2]$_SDFF_PN0_              state[2]        1000                      1
hold / removal    ser_out$_SDFFE_PN1P_  ser_out$_SDFFE_PN1P_         520                      2
setup reg to reg   state[2]$_SDFF_PN0_  ser_out$_SDFFE_PN1P_        1400                      3
hold reg to reg   ser_out$_SDFFE_PN1P_  ser_out$_SDFFE_PN1P_         520                      2
==> through the flow <==
stage | instance area [sq um] | std cells | hold WS (ps)
after floorplan | 387 | 40 | 453
after global placement | 574 | 98 | 516
after detailed placement | 574 | 98 | 514
after CTS | 597 | 101 | 527
after global routing | 597 | 101 | 582
final | 597 | 101 | 516
==> tightest hold or removal path: stages, from the launching register on <==
cell and delay (ps):
dfxtp_1 310, o21ai_0 70, o211ai_1 90
==> cell type report <==
class / instances / area [sq um]
Timing Repair Buffer: 15 / 150
Sequential cell: 6 / 120
Fill cell: 379 / 2820
Multi-Input combinational cell: 29 / 239
Inverter: 2 / 7.51
Tap cell: 46 / 57.6
Clock buffer: 3 / 22.5
==> cell usage in the layout (no fill, tap or decap), types with 2 or more instances in the layout <==
cell type,Yosys,final
clkdlybuf4s50_1,0,15
mux2i_1,2,2
a21oi_1,2,2
inv_1,2,2
ha_1,4,4
clkbuf_4,0,3
nor2_1,2,2
a31oi_1,2,2
dfxtp_1,6,6
nor2b_1,2,2
==> power breakdown <==
part | total [mW] | switching [mW] | internal (mW)
sequential | 0.199 | 0.0721 | 0.127
combinational | 0.285 | 0.104 | 0.181
clock | 0.0803 | 0.0333 | 0.0470
total | 0.564 | 0.210 | 0.355
==> cell families (layout without fill, tap and decap cells) <==
logic type               count (synthesis)  count (layout)  share of synthesized area, %
AND-OR/OR-AND                           10              10                          17.5
AND/OR/NAND/NOR                         10              10                          15.9
flip-flops                               6               6                          31.1
buffers and inverters                    5              20                          7.12
adder cells (fa/ha/maj)                  4               4                          12.9
multiplexers                             3               3                          11.0
XOR/XNOR                                 2               2                          4.53
==> sequential cells by signal, summed over array words and instances (netlist names) <==
| signal | cells |
|---|---|
| state | 5 |
| ser_out | 1 |
==> metal layers <==
metal / GRT usage [%] / vias up / wire, um
met5: 0 / - / 0
met4: 0.528 / 0 / 0
met3: 1.93 / 0 / 150
met2: 3.93 / 18 / 397
met1: 4.89 / 159 / 505
li1: - / 178 / -
Power is estimated from default activity; no workload was simulated.
