[/design/flow/run.sh]
#!/bin/bash
# OpenROAD 26Q1-2900-gdf79404cd8, Yosys 0.63+post, stock flow scripts
make -C /OpenROAD-flow-scripts/flow DESIGN_CONFIG=/design/flow/config.mk WORK_HOME=/design/flow/orfs finish
[/design/flow/config.mk]
export PLATFORM = sky130hd
export DESIGN_NAME = receiver
export DESIGN_NICKNAME = receiver
export VERILOG_FILES = /design/flow/design.v
export SDC_FILE = /design/flow/constraint.sdc
export NUM_CORES = 4
export LEC_CHECK = 1
export CORE_AREA = 10 10 72 72
export DIE_AREA = 0 0 82 82
[/design/flow/constraint.sdc]
current_design receiver

set clk_period 2.5
set clk_io_pct 0.2

create_clock -name clk0 -period $clk_period [get_ports {clk}]

set non_clock_inputs [all_inputs -no_clocks]
set_input_delay [expr $clk_period * $clk_io_pct] -clock clk0 $non_clock_inputs
set_output_delay [expr $clk_period * $clk_io_pct] -clock clk0 [all_outputs]
[/design/flow/design.v]
module receiver(ce, clk, serial_in, bits_out);
input ce;		 
input clk;		 
input serial_in; 
	reg rx_ticks;
	reg[4:0] state;	 
output reg 	[5:0] bits_out;  
parameter	IDLE 	= 0, 
			LSB 	= 5'b00010,		 
			DATA1 	= 5'b00100,		 
			DATA2 	= 5'b00110,		 
			DATA3 	= 5'b01000,		 
			DATA4 	= 5'b01010,		 
			DATA5 	= 5'b01100,		 
			STOP	= 5'b10011;		 
always@(posedge clk)  
begin
	if (!ce || !rx_ticks)begin				 
	case(state)
			IDLE:begin
				if (serial_in)begin			 
				state = 5'b11111;
				end else begin
				rx_ticks = 0;				 
				end
			end
			LSB:begin						 
				bits_out [0] = serial_in;
			end
			DATA1:begin						 
				bits_out [1] = serial_in;
			end
			DATA2:begin						 
				bits_out [2] = serial_in;
			end
			DATA3:begin						 
				bits_out [3] = serial_in;
			end
			DATA4:begin						 
				bits_out [4] = serial_in;
			end
			DATA5:begin						 
				bits_out [5] = serial_in;
			end
			STOP:begin						 
				state = 5'b11111;			
				rx_ticks = 1;				 
			end
		endcase
		state = state +1; 	 
	end else begin
	state = 0;				 
	end
end
endmodule
==> run summary <==
Notes on the flow outputs.

- STA lists the maximum fanout along the critical path as 5.
- The startpoint of the lowest-slack hold path reads state[0].
- The floorplan step records an initial core utilization of 0.159.
- In this run the full chip footprint comes out at ~0.0067 mm^2.
- After synthesis the netlist holds a flip-flop and latch count of 12.
- The share of flip-flops with an asynchronous set or reset after synthesis is 0.
- For met1 alone, demand over resource in global routing was 0.0407.
- The total via count after detailed routing is roughly 460.
- The number of max-slew violations in the final report is 0.
- In this run, post-CTS hold repair placed 0 buffers.
- The horizontal extent of the die reads between 80 and 90 um.
- The startpoint of the worst-slack reg-to-reg timing path reads state[0].
- The max-slew headroom at the worst pin reads 0.766.
- In this run, synthesis inferred 7 flip-flops with an integrated enable.
- The library cell contributing the largest single delay on the critical path reads or4b_4.
- Looking at the global route congestion table, the highest-usage layer is met2.
- The hold violation total from the final report reads 0.
- For this run, the chip area from Yosys synthesis comes to a little under 600 um^2.
- The area of the core is about 0.0037 mm^2.
- The clock tree has to reach 12 sinks.
- The fraction of post-synthesis cell area in the top cell type by area reads 0.357.
- The sum of overflow across all layers after global routing reads 0.
- The largest clock skew in the final design is ~0.0023 ns.
- The worst slack on hold paths reads a little under 0.6 ns.
- The count of nets left with antenna violations after detail routing reads 0.
- The post-CTS setup repair buffer count reads 0.
- The tightest min-delay check is of the flop to flop type.
- The cell area after synthesis reads roughly 600 um^2.
- The warning tally printed by Yosys for this design is 1.
- After the first detailed-routing iteration, the DRC count stood at about 60.
- The cell total in the yosys stat output is roughly 56.
- The worst setup slack after layout reads around 0.29 ns.
- The post-layout total power reads slightly below 800 uW.
- Averaged over all synthesized cells, the footprint is ~11 um^2.
- The area growth from synthesis to layout is 29.6%.
- The wire length of the first global-routing pass reads 1.76 mm.
- For this run, design rule violations remaining after detail routing come to 0.
- The slew of the pin with the lowest slew margin is 0.350 ns.
- According to the timing report, the critical path is launched from serial_in.
- The routability congestion estimate is roughly 0.78.
- The setup slack at placement reads approximately 0.098 ns.
- The number of placement rows reads 22.
- The met2 capacity usage during global routing reads 0.0486.
- The clock root buffer reads clkbuf_8.
- The global-route track usage on met3 reads 0.0187.
- The leakage power reads 0.000267 uW.
- The number of buffers inserted by port buffering is 8.
- Gates resized during post-CTS repair numbered 0.
- Counting the buffers created by CTS gives 3.
- The clock tree from TritonCTS reads done.
- The top achievable clock speed is between 400 and 500 MHz.
- Entering global routing, the biggest net connects 12 pins.
- The cell type with the largest total area after synthesis is edfxtp_1.
- The area of all placed cells without fillers reads 762 um^2.
- The highest cell delay on the worst timing path is around 0.50 ns.
- The cell area power density reads 1030 mW/mm^2.
- The final cycle utilization of the critical path is 0.886.
- The endpoint arrival time on the critical path is around 2.4 ns.
- The maximum buffer depth of the clock tree is 2.
- The number of antenna diodes is 0.
- The number of setup violations in the final report is 0.
- The number of global-route vias before repair is between 300 and 400.
- The number of cells on the worst reg-to-reg path reads 6.
- The type of element launching the critical path is a primary input.
- Dividing the detail-routed via count by the number of cells gives ~4.0.
- The run finished with clean final reports.
- For this run, the total global-route usage over all layers was measured as 0.0329.
- The total cell area at the placement stage reads about 720 um^2.
- The number of I/O pins is 9.
- The critical path is of the primary input to flop type.
- The share of cells above drive strength 1 is 0.136.
- The critical path capture point type reads a flop.
- Setup repair after global routing left no endpoint under its margin.
- The initial antenna violation count reads 0.
- Wires add up to roughly 1.1 mm.
- The report counts max-capacitance violations totalling 0.
- Along the worst hold path, the cell count comes to 1.
- Dividing the detail-routed wire length by the instance count gives approximately 10 um.
- The sequential area share after synthesis is 0.528.
- In this run the tools logged warnings totalling 25.
- The peak supply drop is ~210 uV.
- The post-synthesis cell type count reads 24.
- The total negative slack for setup checks reads 0 ns.
- The required time at the worst endpoint is listed as 2.63 ns.
- The clock-pin slew of the registers on the worst-case setup and hold paths reads 0.05 ns.
- The depth of the CTS H-tree reads 1.
- The insertion delay at the late pin of the worst-skew pair is roughly 0.24 ns.
- After legalization and detailed placement, the total HPWL measured 775 um.
- The most used flip-flop cell is edfxtp_1.
- The synthesized instance count reads 56.
- The die span in y reads between 80 and 90 um.
- In this run the critical path is formed by clkdlybuf4s50_1 -> or4b_4 -> a21boi_4 -> or2_2 -> ha_1 -> o21ai_0 -> a21o_1.
- For this run, the detailed router's first-pass iteration total came to 4.
- The minimum clock period is ~2.2 ns.
- By area the synthesized netlist is led by edfxtp_1 36%, dfxtp_1 17%, nor2_1 5.7%.
power breakdown:
group          switching, uW  internal, uW
logic                    126           136
registers               79.9           264
clock network           68.9           108
total                    275           508
Yosys cell counts (2+ instances only):
| library cell | count |
|---|---|
| nand2_1 | 5 |
| a21oi_1 | 2 |
| nand3b_1 | 2 |
| edfxtp_1 | 7 |
| nand3_1 | 2 |
| dfxtp_1 | 5 |
| nor3_1 | 3 |
| clkbuf_1 | 2 |
| and2_1 | 3 |
| or2_2 | 2 |
| nor2_1 | 9 |
| nor4b_1 | 2 |
sequential cells by signal, summed over array words and instances, names as in the netlist:
register / cells
rx_ticks: 1
bits_out: 6
state: 5
metrics by stage:
step | cells | util
2_1_floorplan | 56 | -
3_3_place_gp | 110 | 0.194
3_5_place_dp | 110 | 0.194
4_1_cts | 114 | 0.207
5_1_grt | 114 | 0.207
6_report | 114 | 0.207
cells in the final DEF, fill, tap and decap left out, drive strengths merged:
cell           netlist  routed
nor3                 4       4
buf                  1       1
or2                  2       2
o21a                 1       1
nor2                 9       9
a21boi               1       1
clkinv               0       1
nand3b               2       2
a31oi                1       1
clkdlybuf4s50        0       8
clkbuf               2       3
o2111a               1       1
a21oi                2       2
or4b                 1       1
and2                 3       3
nor4b                2       2
o21ai                1       1
edfxtp               7       7
nand2                5       5
ha                   1       1
nor4                 1       1
xor2                 1       1
nand3                2       2
a21o                 1       1
dfxtp                5       5
layout make-up:
type | instances | area [um^2]
fillers | 413 | 2930
flip-flops and latches | 12 | 310
multi-input cells | 41 | 259
repair buffers | 9 | 87.6
well taps | 48 | 60.1
clock buffers | 3 | 41.3
clock inverters | 1 | 3.75
worst max-delay path, delay by kind of cell:
kind,cells,cell delay (ns)
adder cells (fa/ha/maj),1,0.22
AND-OR/OR-AND,3,0.51
buffers and inverters,1,0.49
AND/OR/NAND/NOR,2,0.63
per-layer routing:
metal  wire length [um]  vias up
met5                  0        -
met4                 10        0
met3                146        2
met2                496       14
met1                492      223
li1                   -      222
final timing paths:
kind	endpoint	slack, ns
min reg2reg	state[0]	0.59
max reg2reg	state[4]	0.59
min	state[0]	0.59
max	state[4]	0.29
cell families after synthesis:
group | Yosys count | share of synthesized area
AND/OR/NAND/NOR | 31 | 0.291
flip-flops | 12 | 0.528
AND-OR/OR-AND | 8 | 0.113
buffers and inverters | 3 | 0.0319
XOR/XNOR | 1 | 0.0149
adder cells (fa/ha/maj) | 1 | 0.0213
No activity file was given, so power comes from the tool's default toggle rates.
